==> design/flow/design.v <==
`timescale 1ns / 1ps
module moving_average_v2 #(
    parameter DATA_WIDTH = 16
) (
    input wire clk,           
    input wire rst_n,         
    input wire enable,        
    input wire data_refresh,  
    input wire output_refresh_mode,  
    input wire signed [DATA_WIDTH-1:0] din,    
    input wire [2:0] mode,    
    output reg signed [DATA_WIDTH-1:0] dout,   
    output reg output_pulse   
);
localparam SUM_WIDTH = DATA_WIDTH + 4;  
reg signed [SUM_WIDTH-1:0] sum;     
reg signed [DATA_WIDTH-1:0] init_din;  
reg [3:0] cnt;            
reg [DATA_WIDTH-1:0] history [0:15];  
reg init_flag;            
reg [DATA_WIDTH-1:0] prev_din;      
reg [DATA_WIDTH-1:0] prev_prev_din;  
always @(posedge clk or negedge rst_n) begin
    if (!rst_n) begin
        sum <= 20'b0;
        cnt <= 4'b0;
        for (integer i=0; i<16; i=i+1) begin
            history[i] <= 16'b0;
        end
        init_flag <= 1'b0;
        dout <= 16'b0;
        output_pulse <= 1'b0;
        prev_din <= 16'b0;
        prev_prev_din <= 16'b0;
    end else if (enable) begin
        if (data_refresh) begin
            prev_prev_din <= prev_din;
            prev_din <= din;
            for (integer i=15; i>0; i=i-1) begin
                history[i] <= history[i-1];
            end
            history[0] <= din;
            if (!init_flag) begin
                if (cnt == 0) begin
                    init_din <= din;
                    sum <= $signed({{4{din[DATA_WIDTH-1]}}, din});   
                end else if (cnt <= 15) begin
                    sum <= sum - $signed(init_din) + $signed(din);   
                end
                if (cnt == 15) begin
                    init_flag <= 1'b1;
                end
                cnt <= cnt + 1;
            end else begin
                sum <= sum + $signed(din) - $signed(history[15]);   
                cnt <= cnt + 1;
            end
        end
        output_pulse <= 1'b0;
        if (enable && data_refresh) begin
            if (output_refresh_mode) begin
                output_pulse <= 1'b1;
            end else begin
                case (mode)
                    3'b000: output_pulse <= 1'b1;
                    3'b001: output_pulse <= (cnt[0] == 1'b1);
                    3'b010: output_pulse <= (cnt[1:0] == 2'b10);
                    3'b011: output_pulse <= (cnt[1:0] == 2'b11);
                    3'b100: output_pulse <= (cnt == 4'b0111);
                    3'b101: output_pulse <= (cnt == 4'b1111);
                    default: output_pulse <= 1'b1;
                endcase
            end
        end
        if (enable) begin
            case (mode)
                3'b000: dout <= din;
                3'b001: dout <= ($signed(prev_din) + $signed(din)) >>> 1;
                3'b010: dout <= ($signed(prev_prev_din) + $signed(prev_din) + $signed({din,1'b0})) >>> 2;
                3'b011: dout <= ($signed(prev_prev_din) + $signed(prev_din) + $signed(din) + $signed(sum[SUM_WIDTH-1:3])) >>> 2;
                3'b100: dout <= sum[SUM_WIDTH-1:4];
                3'b101: dout <= sum[SUM_WIDTH-1:4];
                default: dout <= din;
            endcase
        end
    end
end
endmodule
==> design/flow/run.sh <==
#!/bin/bash
# OpenROAD 26Q1-2900-gdf79404cd8, Yosys 0.63+post, stock flow scripts
make -C /OpenROAD-flow-scripts/flow DESIGN_CONFIG=/design/flow/config.mk WORK_HOME=/design/flow/orfs finish
==> design/flow/config.mk <==
export PLATFORM = sky130hd
export DESIGN_NAME = moving_average_v2
export DESIGN_NICKNAME = moving_average_v2
export VERILOG_FILES = /design/flow/design.v
export SDC_FILE = /design/flow/constraint.sdc
export NUM_CORES = 4
export LEC_CHECK = 1
export CORE_UTILIZATION = 50
==> design/flow/constraint.sdc <==
current_design moving_average_v2

set clk_period 7.8
set clk_io_pct 0.2

create_clock -name clk0 -period $clk_period [get_ports {clk}]

set non_clock_inputs [all_inputs -no_clocks]
set_input_delay [expr $clk_period * $clk_io_pct] -clock clk0 $non_clock_inputs
set_output_delay [expr $clk_period * $clk_io_pct] -clock clk0 [all_outputs]
==> notes.md <==
yosys + openroad results -> outcome=finished, final reports clean, worst skew pair latency=0.54 ns, Worst setup SP type=input pin, worst setup path class=in2reg, Max-slew headroom=47.7%, Total Routing Usage GR=25.6%, Fin Setup TNS=0 ns, hold path start=history[12][8], synth cell count leaders=nand2_1, dfrtp_1, inv_1, a21oi_1, ha_1, YS chip area=18300 um2, Synth Instances=2136, H-tree lvl count=2, maximum vdd drop=194 uV, Cell area leaders=dfrtp_1, nand2_1, ha_1, cell taking the most area after synthesis=dfrtp_1, Clock Tree Buf Depth=3, grt total ovfl=0, CP max FO=8, # rows=69, Post-synth EDFFs=16, Switching Fraction=39.6%, Init Core Util=51.2%, FF-to-FF setup slack=2.47 ns, CP endpoint kind=flop, fin crit period=5.42 ns, tool warnings=30, Non-Filler Instances=2639, P_int=4.65 mW, synthesized area=18300 um2, share of post-route cells with drive strength above 1=4.73%, post-CTS setup buffers=0, skew final=0.0226 ns, port bufs=40, Slew Viols, Final=0, CORE AREA=35700 um2, root buffer cell=clkbuf_16, final hold violation count=0, syn_area_per_cell=8.56 um2, largest net degree at the start of global routing=129, vertical die size=193 um, XOR Share, Synth=4.43%, hold_buf cts=0, FF-to-FF End=dout[15], static leakage=10.5 nW, pre-CTS setup slack=1.87 ns, f_max=184 MHz, Final ANT Viol Nets=0, Clock power frac=22.3%, clk slew on worst S/H paths=0.06 ns, Max Cap Viol=0, Routed WL=43.7 mm, Seq share, synth=43.4%, required time of the critical path=8.20 ns, Crit Reg-Reg Startpoint=history[0][1], final instance area=20400 um2, yosys adder share=13.3%, Largest logic family=simple AND/OR/NAND/NOR gates, period utilization=69.5%, Sink Count=314, chip footprint=37400 um2, aoi share=12.8%, DR vias=14000, Worst Hold Depth=2, Area leader share=40.8%, WL/cell=16.6 um, Seq pwr share=29.0%, Area Overhead vs Synth=11.3%, placed instance area=19100 um2, worst reg-to-reg path cell count=17, Flops after synth=314, number of cells in Yosys stat=2136, Distinct cells, synth=74, Placer Congestion=0.955, final setup fails=0, die width=193 um, post_cts resized=0, RSZ-0062 raised after global routing=false, clock buffer count from CTS=36, DP HPWL=30.6 mm, initial drt markers=773, cell with the most instances after synthesis=nand2_1, synth warn=2, P_sw=3.05 mW, worst slew pin tran=0.784 ns, DRC=0, vias in the first global route=13600, Ports=41, PD cells=378 nW/um2, first-pass GRT wire length=72.3 mm, CTS tree=built, final worst slack=2.38 ns, top_reg_cell synth=dfrtp_1, Combinational Power Share=48.6%, Fin Hold WS=0.449 ns, Vias/cell=5.31, Async S/R FF share, synth=94.9%, Worst EP arrival=5.83 ns, Hold Crit Class=reg2reg, initial antenna violation count=0, Basic Gates by Area=20.8%, Diodes inserted=0, Hold Path End=history[13][8], DP Cell Count=2574, area fraction in mux cells=0.520%, Initial DRT Pass Iterations=11
cells by family (layout without fill, tap and decap cells):
| logic type | after synthesis | count (layout) |
|---|---|---|
| AOI/OAI and AO/OA | 369 | 369 |
| xor gates and xnor gates | 91 | 91 |
| adders and majority gates | 160 | 160 |
| buffers and inverters | 233 | 275 |
| DFF | 314 | 314 |
| muxes | 9 | 9 |
| and+or+nand+nor | 960 | 960 |
placed cells by master, fill, tap and decap left out, types with 36 or more instances in the layout:
master           instances
xnor2_1                 65
a21oi_1                107
dfrtp_1                298
fa_1                    57
inv_1                  148
clkbuf_16               36
o21ai_0                 87
nor2_1                  86
nand2_1                792
ha_1                   103
clkdlybuf4s50_1         39
state kept, by name, summed over array words and instances, names as in the netlist:
name,count
init_flag,1
cnt,4
init_din,16
output_pulse,1
sum,20
prev_prev_din,16
dout,16
history,240
per-stage QoR:
stage / utilization, % / power (mW)
after CTS: 57.0 / 7.76
final: 57.0 / 7.70
after floorplan: - / 5.07
after detailed placement: 53.6 / 5.98
after global placement: 53.6 / 5.97
after global routing: 57.0 / 8.34
cell type report:
cell class | count | area [um2]
fill | 3172 | 15400
multi-input combinational | 1589 | 9490
sequential | 314 | 7940
clock buffer | 53 | 1080
timing repair buffer | 62 | 583
tap | 461 | 577
inverter | 148 | 556
clock inverter | 12 | 133
power by group through the flow:
stage	logic (mW)	registers, mW	clock network, mW
final	3.75	2.24	1.72
after global routing	4.23	2.28	1.83
after CTS	3.75	2.24	1.77
per-layer routing:
| metal | up-vias | GRT usage, % | wire length (um) |
|---|---|---|---|
| li1 | 7023 | - | - |
| met1 | 6645 | 42.7 | 21000 |
| met2 | 290 | 37.0 | 19400 |
| met3 | 66 | 4.46 | 2150 |
| met4 | 0 | 5.90 | 1200 |
| met5 | - | 0 | 0 |
worst max-delay path by stage:
stage | start | to | cells past startpoint
finish | din[1] | dout[11] | 14
CTS | din[1] | dout[11] | 14
global route | din[1] | dout[11] | 14
critical path, stage by stage:
cell             delay (ns)
clkdlybuf4s50_1        0.77
inv_1                  0.28
fa_1                   0.63
nor2_1                 0.07
fa_1                   0.43
a211oi_1               0.37
o211ai_1               0.24
a311oi_1               0.66
o21bai_1               0.16
a21oi_1                0.20
xor2_1                 0.15
o21ai_0                0.08
o21ai_0                0.10
o21ai_0                0.12
No activity file was given, so power comes from the tool's default toggle rates.
