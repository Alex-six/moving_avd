===== design/flow/config.mk =====
export PLATFORM = sky130hd
export DESIGN_NAME = moving_average_v4
export DESIGN_NICKNAME = moving_average_v4
export VERILOG_FILES = /design/flow/design.v
export SDC_FILE = /design/flow/constraint.sdc
export NUM_CORES = 4
export LEC_CHECK = 1
export CORE_UTILIZATION = 30

===== design/flow/constraint.sdc =====
current_design moving_average_v4

set clk_period 24.4
set clk_io_pct 0.2

create_clock -name clk0 -period $clk_period [get_ports {clk}]

set non_clock_inputs [all_inputs -no_clocks]
set_input_delay [expr $clk_period * $clk_io_pct] -clock clk0 $non_clock_inputs
set_output_delay [expr $clk_period * $clk_io_pct] -clock clk0 [all_outputs]

===== design/flow/design.v =====
`timescale 1ns / 1ps
module moving_average_v4 #(
    parameter DATA_WIDTH = 16
) (
    input wire clk,
    input wire rst_n,
    input wire enable,
    input wire data_refresh,
    input wire output_refresh_mode,
    input wire signed [DATA_WIDTH-1:0] din,
    input wire [2:0] mode,
    output reg signed [DATA_WIDTH-1:0] dout,
    output reg output_pulse
);
reg signed [DATA_WIDTH-1:0] history [0:15];
reg [3:0] ptr;
reg full_flag;
always @(posedge clk or negedge rst_n) begin
    if (!rst_n) begin
        ptr <= 4'b0;
        full_flag <= 1'b0;
        for (integer i=0; i<16; i=i+1) begin
            history[i] <= 16'b0;
        end
        dout <= 16'b0;
        output_pulse <= 1'b0;
    end
    else if (enable) begin
        if (data_refresh) begin
            history[ptr] <= din;
            ptr <= ptr + 1;
            if (ptr == 4'b1111) full_flag <= 1'b1;
        end
        output_pulse <= 1'b0;
        if (data_refresh && enable) begin
            if (output_refresh_mode) begin
                output_pulse <= 1'b1;
            end
            else begin
                case (mode)
                    3'b000: output_pulse <= 1'b1;
                    3'b001: output_pulse <= (ptr[0] == 1'b1);
                    3'b010: output_pulse <= (ptr[1:0] == 2'b10);
                    3'b011: output_pulse <= (ptr[1:0] == 2'b11);
                    3'b100: output_pulse <= (ptr[2:0] == 3'b111);
                    3'b101: output_pulse <= (ptr == 4'b1111);
                    default: output_pulse <= 1'b1;
                endcase
            end
        end
        case (mode)
            3'b000: dout <= din;
            3'b001: dout <= (history[(ptr < 1) ? (16 + ptr - 1) : (ptr - 1)] + din) >>> 1;
            3'b010: dout <= (history[(ptr < 2) ? (16 + ptr - 2) : (ptr - 2)] + 
                          history[(ptr < 1) ? (16 + ptr - 1) : (ptr - 1)] + din) >>> 2;
            3'b011: dout <= (history[(ptr < 3) ? (16 + ptr - 3) : (ptr - 3)] + 
                          history[(ptr < 2) ? (16 + ptr - 2) : (ptr - 2)] + 
                          history[(ptr < 1) ? (16 + ptr - 1) : (ptr - 1)] + din) >>> 2;
            3'b100: begin
                localparam SUM8_WIDTH = DATA_WIDTH + 3;
                reg signed [SUM8_WIDTH-1:0] sum8;
                sum8 = history[(ptr < 7) ? (16 + ptr - 7) : (ptr - 7)] + 
                       history[(ptr < 6) ? (16 + ptr - 6) : (ptr - 6)] + 
                       history[(ptr < 5) ? (16 + ptr - 5) : (ptr - 5)] + 
                       history[(ptr < 4) ? (16 + ptr - 4) : (ptr - 4)] + 
                       history[(ptr < 3) ? (16 + ptr - 3) : (ptr - 3)] + 
                       history[(ptr < 2) ? (16 + ptr - 2) : (ptr - 2)] + 
                       history[(ptr < 1) ? (16 + ptr - 1) : (ptr - 1)] + 
                       din;
                dout <= sum8[SUM8_WIDTH-1:3];
            end
            3'b101: begin
                localparam SUM16_WIDTH = DATA_WIDTH + 4;
                reg signed [SUM16_WIDTH-1:0] sum16;
                sum16 = history[0] + history[1] + history[2] + history[3] +
                         history[4] + history[5] + history[6] + history[7] +
                         history[8] + history[9] + history[10] + history[11] +
                         history[12] + history[13] + history[14] + history[15];
                dout <= sum16[SUM16_WIDTH-1:4];
            end
            default: dout <= din;
        endcase
    end
end
endmodule

===== design/flow/run.sh =====
#!/bin/bash
# OpenROAD 26Q1-2900-gdf79404cd8, Yosys 0.63+post, stock flow scripts
make -C /OpenROAD-flow-scripts/flow DESIGN_CONFIG=/design/flow/config.mk WORK_HOME=/design/flow/orfs finish

==> summary.txt <==
This note records the results obtained with Yosys and OpenROAD.

Critical path
Among all stages on the critical path, the maximum delay recorded is 980 ps. The worst reg-to-reg path cell count is 30. The capture instance of the worst register-to-register path is dout[12]$_DFFE_PN0P_. The critical path startpoint category is a register. The data arrival time of the critical path is 10,820 ps. The largest fanout of any net on the critical path is 31. The source of the critical timing path is ptr[2]$_DFFE_PN0P_.

The type of destination of the critical path is a register. The required time of the critical path is 24,930 ps. The cell with the largest stage delay on the worst path is sky130_fd_sc_hd__fa_1. The endpoint of the worst setup timing path is dout[12]$_DFFE_PN0P_.

The reg-to-reg startpoint is ptr[2]$_DFFE_PN0P_. The critical path in this run is classified as reg -> reg. The register-to-register path setup slack is 14,110 ps.

Floorplanning
According to the I/O placement log, the pin count is 41. Per the OpenROAD floorplan log, the height of the die is 344 um. The overall die area is 119,000 sq um.

The fraction of the core area occupied by cells at floorplan is 30.2%. The core region area is 116,000 sq um. According to the floorplan report, the die width is 344 um. After floorplanning, the core was divided into 125 placement rows.

Placed design
Once detailed placement completed, the half-perimeter wirelength came to 165 mm. Per the placement log, port buffering inserted 40 buffers. The post-placement cell area is 37,500 sq um.

The last weighted congestion value of the routability-driven placer is 1.18.

Global routing
The first global-routing pass estimated 320 mm of wire. The total global-route track usage is 41.3%. The number of global-route vias before repair came to 36,503. The number of antenna violations at the first check in global routing is 15. The global routing report lists met3 layer usage as 23.8%. The highest-utilization routing layer at the global route stage is met2.

The global-route congestion overflow total is 0. On met1, the global router reports a usage of 50.4%. In the global route stage, met2 resource usage came out at 52.8%.

Entering global routing, the biggest net connects 80 pins.

Clock network
Looking at the clock tree report, the maximum root-to-sink buffer count equals 3. For this design, the CTS-stage hold fixing added 0 buffers. The number of sinks on the clock net is 277. The CTS H-tree depth is 2. The CTS tree is built. In this run the post-CTS setup repair buffer count came out at 0.

For reference, the clock transition at the flip-flops on the worst setup and hold paths is 60 ps. The number of buffers created by CTS is 39. The source-to-sink clock delay at the later pin of the worst-skew pair is 660 ps. The post-cts sizing count is 0. The tree is rooted in a sky130_fd_sc_hd__clkbuf_16.

Synthesis
The post-synth tally of flip-flops with integrated enable is 0. The biggest area contributor in the post-synthesis netlist is sky130_fd_sc_hd__dfrtp_1. For this run, the chip area from Yosys synthesis comes to 35,200 sq um. The most repeated cell in the gate-level netlist after synthesis is sky130_fd_sc_hd__inv_1. Counting every instance in the synthesized netlist gives 4,055.

For reference, the top cells by area after synthesis are sky130_fd_sc_hd__dfrtp_1 20%, sky130_fd_sc_hd__fa_1 20%, sky130_fd_sc_hd__mux2_2 5.9%. Per the synth stats, the proportion of register bits with asynchronous set or reset is 100%. The most instantiated flip-flop cell in the synthesis netlist is sky130_fd_sc_hd__dfrtp_1. The number of register bits inferred by synthesis is 277. The mean area per synthesized cell is 8.67 sq um. The mapped netlist covers 35,200 sq um. The number of warnings reported in the yosys synthesis log is 2.

Ranked by instance count, the synthesized netlist is headed by 447 x sky130_fd_sc_hd__inv_1, 431 x sky130_fd_sc_hd__clkbuf_1, 346 x sky130_fd_sc_hd__fa_1. The post-synthesis sequential area ratio is 19.7%. The number of different library cells used by synthesis comes to 78.

The synthesized design devotes to its leading area cell type 19.7% of total area. In the Yosys report the total cell count is 4,055.

Route
The DRC violations left is 0. The routed design has 236 mm of wire. The number of nets with antenna violations after detailed routing is 0. The violation count after the first detailed-routing iteration is 5,374. The via count normalized by instance count is 6.90. Per the detail_route report, the via count comes to 37,449.

The iteration tally of the first detailed-router pass is 14. The mean routed wirelength per cell is 43.6 um.

Final timing
Per the slew report, the remaining headroom to the max-slew limit stands at 14.0%. The maximum frequency from static timing analysis is 0.0972 GHz. The setup-violating endpoint count in the final report is 0. The final timing report lists clock skew as 48.1 ps. The clock period minus worst slack is 10,290 ps. OpenROAD reports that the post-layout worst path occupies 42.2% of the period. The slew at the pin with the worst max-slew slack is 1290 ps. The final layout reports a setup TNS of 0 ps. In the final report, the number of hold violations comes to 0. Setup repair after global routing left no endpoint under its margin. The tightest hold path in the finished design has a slack of 521 ps. The final number of max-transition violations is 0.

Worst hold path
The class of the most critical hold timing path is reg -> reg.

Final layout
The sequential standard cell area is 6930 sq um. The final design area excluding fillers is 38,900 sq um. The layout overhead on the synthesized area is 10.6%.

The fraction of layout instances using a drive strength above 1 is 14.4%. The multi-input combinational cells in the finished layout cover a total of 24,800 sq um. The layout filler cell count is 11,896.

Status
The run finished with clean final reports.

Run
Across the run, the number of max-cap violations was 0. The stage-log warning count is 39.
-- cells in the final DEF, fill, tap and decap left out, types with 11 or more instances in the layout --
cell type                         instances
sky130_fd_sc_hd__a211oi_1                26
sky130_fd_sc_hd__a21o_1                  24
sky130_fd_sc_hd__a21oi_1                139
sky130_fd_sc_hd__a221o_1                 15
sky130_fd_sc_hd__a221oi_1               165
sky130_fd_sc_hd__a222oi_1                96
sky130_fd_sc_hd__a22o_1                 166
sky130_fd_sc_hd__a22oi_1                235
sky130_fd_sc_hd__a31oi_1                 23
sky130_fd_sc_hd__a41oi_1                 42
sky130_fd_sc_hd__and2_1                  24
sky130_fd_sc_hd__and3_1                 100
sky130_fd_sc_hd__buf_4                  241
sky130_fd_sc_hd__clkbuf_16               41
sky130_fd_sc_hd__clkdlybuf4s50_1         38
sky130_fd_sc_hd__dfrtp_1                276
sky130_fd_sc_hd__fa_1                   346
sky130_fd_sc_hd__ha_1                    95
sky130_fd_sc_hd__inv_1                  447
sky130_fd_sc_hd__mux2_2                 185
sky130_fd_sc_hd__mux2i_1                 24
sky130_fd_sc_hd__nand2_1                281
sky130_fd_sc_hd__nand2b_1                15
sky130_fd_sc_hd__nand3_1                 51
sky130_fd_sc_hd__nand4_1                 55
sky130_fd_sc_hd__nor2_1                 182
sky130_fd_sc_hd__nor2b_1                 11
sky130_fd_sc_hd__nor3_1                  24
sky130_fd_sc_hd__o211ai_1                12
sky130_fd_sc_hd__o21a_1                  25
sky130_fd_sc_hd__o21ai_0                199
sky130_fd_sc_hd__o22ai_1                 26
sky130_fd_sc_hd__xnor2_1                 39
sky130_fd_sc_hd__xor2_1                  32
-- worst min path at each step --
| stage | start | endpoint | slack [ps] | cells past startpoint |
|---|---|---|---|---|
| finish | dout[5]$_DFFE_PN0P_ | dout[5]$_DFFE_PN0P_ | 520 | 1 |
| CTS | dout[5]$_DFFE_PN0P_ | dout[5]$_DFFE_PN0P_ | 520 | 1 |
| global route | dout[5]$_DFFE_PN0P_ | dout[5]$_DFFE_PN0P_ | 550 | 1 |
-- layout make-up --
class	count	share of cell area (%)
Clock buffer	51	2.87
Antenna cell	9	0.0579
Multi-Input combinational cell	2817	63.7
Sequential cell	277	17.8
Clock inverter	20	0.573
Timing Repair Buffer	282	5.74
Inverter	447	4.32
Tap cell	1524	4.91
-- logic make-up (layout without fill, tap and decap cells) --
logic type | count (synthesis) | in the layout | synth area share (%)
XOR/XNOR | 78 | 78 | 1.94
AND/OR/NAND/NOR | 819 | 819 | 11.0
multiplexers | 212 | 212 | 6.80
buffers and inverters | 961 | 800 | 10.4
flip-flops | 277 | 277 | 19.7
other | 0 | 9 | 0
adder cells (fa/ha/maj) | 444 | 444 | 23.2
AND-OR/OR-AND | 1264 | 1264 | 26.9
-- layer usage --
layer,vias up,share of wire [%]
li1,14225,-
met1,18595,35
met2,3347,38
met3,1254,16
met4,28,11
met5,-,0.22
-- worst max-delay path, delay by kind of cell, from the launching register on --
kind            cells  cell delay [ps]
fa+ha+maj           6             3140
xor+xnor            1              170
flops               1              320
compound gates     10             3160
buf+inv            10             2520
simple gates        3              780
-- through the flow --
| stage | setup slack, ps | utilization, % | cells |
|---|---|---|---|
| 6_report | 14110 | 33.4 | 5427 |
| 5_1_grt | 14080 | 33.4 | 5420 |
| 3_5_place_dp | 13830 | 32.3 | 5347 |
| 3_3_place_gp | 13800 | 32.3 | 5347 |
| 4_1_cts | 14460 | 33.4 | 5418 |
| 2_1_floorplan | 15140 | - | 4055 |
-- registers in the layout (all words and copies together) (netlist names) --
register      cells
ptr               4
output_pulse      1
dout             16
history         256
