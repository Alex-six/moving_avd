**run.sh**
```bash
#!/bin/bash
# OpenROAD 26Q1-2900-gdf79404cd8, Yosys 0.63+post, stock flow scripts
make -C /OpenROAD-flow-scripts/flow DESIGN_CONFIG=/design/flow/config.mk WORK_HOME=/design/flow/orfs finish
```
**config.mk**
```make
export PLATFORM = sky130hd
export DESIGN_NAME = moving_average_v5
export DESIGN_NICKNAME = moving_average_v5
export VERILOG_FILES = /design/flow/design.v
export SDC_FILE = /design/flow/constraint.sdc
export NUM_CORES = 4
export LEC_CHECK = 1
export CORE_UTILIZATION = 50
```
**constraint.sdc**
```tcl
current_design moving_average_v5

set clk_period 18.4
set clk_io_pct 0.2

create_clock -name clk0 -period $clk_period [get_ports {clk}]

set non_clock_inputs [all_inputs -no_clocks]
set_input_delay [expr $clk_period * $clk_io_pct] -clock clk0 $non_clock_inputs
set_output_delay [expr $clk_period * $clk_io_pct] -clock clk0 [all_outputs]
```
**design.v**
```verilog
`timescale 1ns / 1ps
module moving_average_v5 #(
    parameter DATA_WIDTH = 16
) (
    input wire clk,
    input wire rst_n, 
    input wire enable,
    input wire data_refresh,
    input wire output_refresh_mode,
    input wire signed [DATA_WIDTH-1:0] din,
    input wire [2:0] mode,
    output reg signed [DATA_WIDTH-1:0] dout,
    output reg output_pulse
);
localparam SUM_WIDTH = DATA_WIDTH + 4;  
reg signed [SUM_WIDTH-1:0] sum;  
reg signed [DATA_WIDTH-1:0] scaled_history [0:15];  
reg [3:0] ptr;
reg full_flag;
always @(posedge clk or negedge rst_n) begin
    if (!rst_n) begin
        sum <= 20'b0;
        ptr <= 4'b0;
        full_flag <= 1'b0;
        for (integer i=0; i<16; i=i+1) begin
            scaled_history[i] <= 16'b0;
        end
        dout <= 16'b0;
        output_pulse <= 1'b0;
    end
    else if (enable) begin
        if (data_refresh) begin
            scaled_history[ptr] <= $signed({{4{din[DATA_WIDTH-1]}}, din});  
            ptr <= ptr + 1;
            if (!full_flag) begin
                sum <= sum + $signed({{4{din[DATA_WIDTH-1]}}, din});
                if (ptr == 4'b1111) full_flag <= 1'b1;
            end
            else begin
                sum <= sum + $signed({{4{din[DATA_WIDTH-1]}}, din}) - scaled_history[ptr];
                cnt <= cnt + 1;
            end
        end
        output_pulse <= 1'b0;
        if (data_refresh && enable) begin
            if (output_refresh_mode) begin
                output_pulse <= 1'b1;
            end
            else begin
                case (mode)
                    3'b000: output_pulse <= 1'b1;
                    3'b001: output_pulse <= (ptr[0] == 1'b1);
                    3'b010: output_pulse <= (ptr[1:0] == 2'b10);
                    3'b011: output_pulse <= (ptr[1:0] == 2'b11);
                    3'b100: output_pulse <= (ptr[2:0] == 3'b111);
                    3'b101: output_pulse <= (ptr == 4'b1111);
                    default: output_pulse <= 1'b1;
                endcase
            end
        end
        case (mode)
            3'b000: dout <= din;
            3'b001: dout <= (scaled_history[(ptr < 1) ? (16 + ptr - 1) : (ptr - 1)] + $signed({{4{din[DATA_WIDTH-1]}}, din})) >>> 1;
            3'b010: dout <= (scaled_history[(ptr < 2) ? (16 + ptr - 2) : (ptr - 2)] + 
                          scaled_history[(ptr < 1) ? (16 + ptr - 1) : (ptr - 1)] + 
                          $signed({{4{din[DATA_WIDTH-1]}}, din})) >>> 2;
            3'b011: dout <= (scaled_history[(ptr < 3) ? (16 + ptr - 3) : (ptr - 3)] + 
                          scaled_history[(ptr < 2) ? (16 + ptr - 2) : (ptr - 2)] + 
                          scaled_history[(ptr < 1) ? (16 + ptr - 1) : (ptr - 1)] + 
                          $signed({{4{din[DATA_WIDTH-1]}}, din})) >>> 2;
            3'b100: dout <= sum[SUM_WIDTH-1:4];  
            3'b101: dout <= sum[SUM_WIDTH-1:4];  
            default: dout <= din;
        endcase
    end
end
endmodule
```
==> run notes <==
This note records the results obtained with Yosys and OpenROAD.

Outcome
The run finished with clean final reports.

Drt
The number of violations reported at the end of detailed-routing iteration 0 is 3430. The average wire length per cell after detail routing is 38.7 um. The via density per instance is 7.71. In the log, the iteration count for the first detailed-route pass is 14. The overall via count from detail_route is 23933. The detailed-route DRC error count is 0. The detailed-routed wire length on met3 is between 20000 and 25000 um. The top layer reached by signal wires is met5.

The routed design has around 120000 um of wire. The routed length on met1 is 42200 um. The detail route stage leaves a number of antenna-violating nets equal to 0. The length of routed met2 wiring is 45600 um.

Final timing
Setup repair after global routing left no endpoint under its margin. Based on the critical path, the design can be clocked at up to 115 MHz. OpenROAD reports that the post-layout worst path occupies 47.4% of the period. The setup slack after layout is 9670 ps. The transition at the pin with the smallest max-transition slack is 1130 ps. The final-report setup violation count is 0. In the final report, the number of hold violations comes to 0. Per the slew report, the remaining headroom to the max-slew limit stands at around 25%. After layout, the setup clock skew is reported as 38.9 ps.

Final hold analysis gives a worst-case slack of slightly below 500 ps. The aggregate negative setup slack is 0 ps. Per the final report, max-transition violations number 0. The worst path in the final design needs a cycle of 8730 ps, including I/O delays and setup.

CTS
The number of gates given a new drive strength after cts is 0. The depth of the CTS H-tree is 2. Per the CTS log, the buffer count on the longest clock path is 3. The quantity of hold-fixing buffers added after cts is 0. The clock-pin slew of the registers on the worst-case setup and hold paths is 50 ps. The number of sinks handled by clock tree synthesis is 298. Clock tree synthesis inserted a total of 38 buffers. Looking at the clock tree report, the root buffer type is sky130_fd_sc_hd__clkbuf_16. For the worst-skew pair, the clock arrives at the later sink with an insertion delay of 600 ps. TritonCTS built the clock tree. The post-CTS setup-driven buffer insertion count is 0.

Final layout
The growth of design area from synthesis to finish is 11.3%. The layout summary lists the proportion of cells stronger than drive strength 1 as 16.9%. In the layout the commonest cells are sky130_fd_sc_hd__dfrtp_1 (298), sky130_fd_sc_hd__mux2_2 (215), sky130_fd_sc_hd__nand2_1 (187). Among logic cells in the layout, the one with the most instances is sky130_fd_sc_hd__dfrtp_1. After routing the design area is 25600 um2. The post-route non-filler standard cell count is 3105.

Yosys
The flip-flop and latch count after synthesis is ~300. The yosys synthesis warning count is 4. The dominant register cell in the synthesized netlist is sky130_fd_sc_hd__dfrtp_1. Per the synth stats, the proportion of register bits with asynchronous set or reset is about 100%. The synthesized area divided by synthesized cell count is 9.25 um2. The number of flops mapped to enable cells by yosys is 0. After synthesis the cells add up to 23000 um2. The sequential fraction of the synthesis area is 32.4%. The synthesized instance count is ~2500. The number of cells reported by Yosys stat comes to 2487.

The number of different library cells in the post-synthesis netlist is 65. The area reported by Yosys stat is 23000 um2.

Run
OpenROAD emitted warnings numbering 36. The tool flagged a number of max-cap violations equal to 0.

Hold path
The path class of the tightest hold or removal check is reg -> reg.

Setup path
The maximum net fanout on the critical path is 16. The worst setup path is launched from an input port. The data arrival time of the critical path is 9220 ps. The required time of the critical path is roughly 19000 ps. The critical path class is in -> reg. The type of element capturing the critical path is a flop. In this run the register-to-register setup slack is 10250 ps.

Placed design
The placed wire-length estimate is about 78000 um. The worst setup timing slack at the placement stage is 9150 ps. In this run the cell area measured after placement is around 24000 um2. The cell count after placement is 3034. The final weighted congestion in routability-driven placement is around 1.1. Per the placement log, port buffering inserted roughly 40 buffers.

GRT
The maximum number of pins on one net before global-route repair is about 60. The first-pass GRT wire length is 171000 um. Global routing finished with a remaining overflow of 0.

The via count of the first global-routing pass is 22856. The initial antenna violation count was 8. Across every metal layer, demand over resource in global routing totals between 50 and 60%.

Floorplan
The full die area is around 47000 um2. The starting utilization of the core area is slightly above 50%. For this design the top-level I/O count stands at 41. According to the floorplan report, the placeable core area is 45400 um2. The floorplan row count is slightly below 80. The floorplan step set the die height to 217 um. Measured along the x axis, the die boundary spans between 200 and 250 um.
## worst max-delay path, stage by stage
cell and delay (ps):
sky130_fd_sc_hd__clkdlybuf4s50_1 740, sky130_fd_sc_hd__ha_1 430, sky130_fd_sc_hd__fa_1 410, sky130_fd_sc_hd__a21o_1 190, sky130_fd_sc_hd__a21oi_1 260, sky130_fd_sc_hd__o21ai_0 190, sky130_fd_sc_hd__a2111oi_0 630, sky130_fd_sc_hd__o41ai_1 270
sky130_fd_sc_hd__xor2_1 200, sky130_fd_sc_hd__ha_1 380, sky130_fd_sc_hd__and2_1 190, sky130_fd_sc_hd__a311o_1 330, sky130_fd_sc_hd__a22oi_1 190, sky130_fd_sc_hd__nand2_1 110, sky130_fd_sc_hd__o21ai_0 280, sky130_fd_sc_hd__o21ai_0 150
sky130_fd_sc_hd__o2111ai_1 130, sky130_fd_sc_hd__mux2i_1 240, sky130_fd_sc_hd__xor2_1 160
## cell usage after synthesis, drive strengths merged (8+ instances only)
library cell | count | share of area [%]
buf | 22 | 0.47
a41oi | 12 | 0.46
xnor2 | 46 | 1.8
nor2 | 97 | 1.6
fa | 37 | 3.2
mux2i | 26 | 1.1
a221oi | 105 | 4.0
nand2b | 21 | 0.57
o21bai | 8 | 0.26
and2 | 39 | 1.1
nand4 | 48 | 1.3
mux2 | 215 | 11
a22oi | 181 | 5.9
xor2 | 30 | 1.1
and3 | 80 | 2.2
dfrtp | 298 | 32
a222oi | 43 | 1.9
ha | 97 | 5.3
a22o | 103 | 3.9
a211oi | 14 | 0.46
a21o | 25 | 0.82
inv | 89 | 1.5
nor2b | 9 | 0.24
a21oi | 100 | 2.2
clkbuf | 197 | 3.2
o21a | 21 | 0.68
nand3 | 32 | 0.70
o21ai | 164 | 3.6
or3 | 10 | 0.27
nand2 | 187 | 3.0
nor3 | 24 | 0.52
a31oi | 21 | 0.57
## path summary, 6_finish.rpt
| check | depth (start not counted) | start | end |
|---|---|---|---|
| setup reg to reg | 26 | ptr[2] | dout[11] |
| max in group asynchronous | 3 | rst_n | scaled_history[13][14] |
| min in group asynchronous | 1 | rst_n | scaled_history[6][1] |
| setup / recovery | 19 | din[0] | sum[19] |
| hold / removal | 2 | sum[0] | sum[0] |
| hold reg to reg | 2 | sum[0] | sum[0] |
## area by class of cell
| class | instances | area [um2] |
|---|---|---|
| tap | 600 | 751 |
| fill | 3932 | 19800 |
| antenna | 6 | 15.0 |
| inverter | 89 | 334 |
| multi-input combinational | 1881 | 14400 |
| clock buffer | 49 | 1080 |
| timing repair buffer | 166 | 1350 |
| clock inverter | 16 | 219 |
| sequential | 298 | 7460 |
## cell families (layout without fill, tap and decap cells)
group | Yosys count | after routing | share of synthesized area [%]
AND-OR/OR-AND | 852 | 852 | 26.9
AND/OR/NAND/NOR | 578 | 578 | 12.6
buffers and inverters | 308 | 320 | 5.13
flip-flops | 298 | 298 | 32.4
multiplexers | 241 | 241 | 11.6
adder cells (fa/ha/maj) | 134 | 134 | 8.49
XOR/XNOR | 76 | 76 | 2.89
other | 0 | 6 | 0
## metrics by stage
| stage | utilization (%) |
|---|---|
| 6_report | 56.4 |
| 2_1_floorplan | - |
| 3_3_place_gp | 53.5 |
| 3_5_place_dp | 53.5 |
| 4_1_cts | 56.4 |
| 5_1_grt | 56.4 |
## state kept, by name, summed over array words and instances (netlist names)
| register | cells |
|---|---|
| dout | 16 |
| scaled_history | 256 |
| sum | 20 |
| output_pulse | 1 |
| ptr | 4 |
| full_flag | 1 |
## metal layers
| layer | up-vias | GRT usage [%] |
|---|---|---|
| li1 | 9507 | - |
| met1 | 11443 | 68.2 |
| met2 | 2161 | 68.7 |
| met3 | 808 | 34.4 |
| met4 | 14 | 32.1 |
| met5 | - | 3.54 |
